File: ./run.sh
#!/bin/bash
# OpenROAD 26Q1-2900-gdf79404cd8, Yosys 0.63+post, stock flow scripts
make -C /OpenROAD-flow-scripts/flow DESIGN_CONFIG=/design/flow/config.mk WORK_HOME=/design/flow/orfs finish
File: ./config.mk
export PLATFORM = sky130hd
export DESIGN_NAME = Banner
export DESIGN_NICKNAME = Banner
export VERILOG_FILES = /design/flow/design.v
export SDC_FILE = /design/flow/constraint.sdc
export NUM_CORES = 4
export LEC_CHECK = 1
export CORE_AREA = 10 10 70 70
export DIE_AREA = 0 0 80 80
File: ./constraint.sdc
current_design Banner

set clk_period 2.7
set clk_io_pct 0.2

create_clock -name clk0 -period $clk_period [get_ports {clk}]

set non_clock_inputs [all_inputs -no_clocks]
set_input_delay [expr $clk_period * $clk_io_pct] -clock clk0 $non_clock_inputs
set_output_delay [expr $clk_period * $clk_io_pct] -clock clk0 [all_outputs]
File: ./design.v
module Banner( input clk, input reset, input pause, input dirn, output wire [4:0] hex2, output wire [4:0] hex1, output wire [4:0] hex0 );
	wire [3:0] count;
	wire [3:0] index;
	ModMCounter #( 12, 4 ) step ( clk, reset, ~pause, count );
	assign index = dirn ? count : 4'b1001 - count;
	Message m0( index, hex0 );
	Message m1( index == 11 ? 0 : index + 1 , hex1 );
	Message m2( ( index >= 10 ? index - 8 : index + 2 ), hex2 );
endmodule
module Message( input [3:0] index, output reg [4:0] value );
always @*
case (index)
	4'h0: value = 5'b01000;
	4'h1: value = 5'b00000;
	4'h2: value = 5'b00100;
	4'h4: value = 5'b00100;
	4'h5: value = 5'b00011;
	4'h6: value = 5'b00010;
	4'h8: value = 5'b00101;
	4'h9: value = 5'b00100;
	4'ha: value = 5'b00111;
	4'hb: value = 5'b00010;
	default: value = 5'b10001;
endcase
endmodule
module DFFArray #( parameter N = 1 )( input clk, input reset, input [N-1:0] next, output [N-1:0] stateOut );
	reg [N-1:0] state;
	always @( posedge clk, posedge reset )
	begin
		if( reset )
			state <= 0;
		else
			state <= next;
	end
	assign stateOut = state;
endmodule
module ModMCounter #( parameter M = 2, parameter N = 1 )( input clk, input reset, input en, output [N-1:0] count );
	wire [N-1:0] next;
	DFFArray #( N ) flipFlops ( clk, reset, next, count );
	assign next = en ? ( count == M - 1 ? 0 : count + 1 ) : count;
endmodule
==> flow_metrics.tcl <==
# flow metrics
set metrics [dict create \
    status "finished with violations" \
    violations "setup timing" \
    grt_pass1_wl_mm 4.705 \
    clk_latency_ns 0.24 \
    critPathKind "reg -> out" \
    netlist_area_um2 954.7 \
    fa_ha_area_frac 0.1966 \
    cp_max_fo 4 \
    ys_async_sr_fraction 1.000 \
    ios 19 \
    vias 1141 \
    synth-seq-cells 4 \
    setup_viol 11 \
    ant_nets 0 \
    arrival_ns 2.45 \
    gp_congestion 0.8256 \
    endpoint_kind "primary output" \
    drc 0 \
    yosys.area.top_type_share 0.1966 \
    r2r-start "step.flipFlops.state[1]" \
    xor_share 0.07077 \
    largest_reg_flops 4 \
    hpwl_mm 1.956 \
    period_used_share 1.106 \
    seqCellArea_um2 101.3 \
    fin_tns_setup_ns -1.739 \
    overflow 0 \
    cts_tree "built" \
    logic_area_um2 1040 \
    simple_gate_share 0.2241 \
    die_h_um 80 \
    drive_above_1_share 0.6077 \
    ctsHtreeMaxLevel 1 \
    fp.dieW_um 80 \
    synth_seq_share 0.1048 \
    synth_area_per_cell_um2 8.230 \
    topCellsByArea "ha_1, dfrtp_1, a21oi_1" \
    yosys_cells 116 \
    cts.sinks 4 \
    yosysWarnings 4 \
    critPathLaunchType "register" \
    skew_ns 0.003549 \
    fin_crit_ns 2.987 \
    crit_path_start "step.flipFlops.state[1]" \
    worst_ep_required_time_ns 2.16 \
    clkTransAtPathRegs_ns 0.04 \
    warning_count 38 \
    grt_max_degree 19 \
    grtUsageTotal 0.08504 \
    rows 21 \
    slew_headroom 0.8106 \
    dieArea_um2 6400 \
    grt_pass1_vias 1074 \
    hold_buffers 0 \
    n_antenna_cell 0 \
    ys_sh_mux 0.07471 \
    aoi_share 0.2490 \
    yosysChipArea_um2 954.7 \
    drtIter0Drc 29 \
    setup_ws_ns -0.2874 \
    hold_violations 0 \
    areaGrowthSynthToFinish_pct 92.53 \
    viasPerCell 5.026 \
    rrSetupSlack_ns 1.20 \
    clockBufferDepth 2 \
    top_logic_kind "AND-OR/OR-AND gates" \
    numCtsBuffers 3 \
    synth-edff-count 0 \
    fmax_mhz 334.7 \
    antenna_found_initial 0 \
    fin_util 0.5381 \
    rr_worst_depth 6 \
    place_ws_ns -0.9109 \
    reg_top3 "step.flipFlops.state x4" \
    worstMarginPinSlew_ns 0.2841 \
    drt_pre_antenna_iters 4 \
    wirelength_mm 2.923 \
    slew_viol_final 0 \
    fillers 275 \
    yosys.area.top_type "ha_1" \
    fp_util 0.2795 \
    drv_cap 0 \
    wl_per_cell_um 12.88 \
    rr_endpoint "step.flipFlops.state[3]" \
    hold_class "in -> async" \
    ys.flop_type "dfrtp_1" \
    top_register "step.flipFlops.state" \
    syn_inst 116 \
    portBuffers 18 \
    rsz0062_at_grt "true" \
    cts_root_buf "clkbuf_4" \
    core_um2 3416 \
    synth.distinct_cells 51 \
]
-- cell usage after synthesis (all sizes together), types with 2 or more instances --
cell type,number
dfrtp,4
o2111ai,2
buf,4
nand3,6
nor4,2
mux2,3
a21oi,7
xor2,2
clkbuf,2
a221oi,2
ha,15
mux2i,3
nand2,10
nor2,9
xnor2,4
nor2b,2
a211oi,2
inv,9
or3,3
o21ai,7
-- area by class of cell --
type,count,area share
multi-input cells,97,0.5657
repair buffers,67,0.3125
flip-flops and latches,4,0.05514
well taps,46,0.03131
inverters,9,0.02110
clock buffers,4,0.01430
-- cell families after synthesis --
family / count (synthesis)
flops: 4
xor+xnor: 6
fa+ha+maj: 15
mux: 6
buf+inv: 15
simple gates: 39
compound gates: 31
-- layout by cell type (no fill, tap or decap), types with 2 or more instances in the layout --
master / n
a211oi_1: 2
o21ai_4: 2
inv_4: 2
inv_2: 4
buf_2: 8
or3_4: 2
inv_1: 3
nor2_4: 2
buf_6: 18
clkbuf_2: 2
mux2_2: 2
clkdlybuf4s50_1: 7
xnor2_1: 2
nand3_1: 5
nand2_4: 2
a21oi_1: 3
clkbuf_4: 3
nor2_1: 7
mux2i_1: 2
buf_4: 30
nand2_1: 5
o21ai_1: 3
a221oi_2: 2
a21oi_2: 3
ha_4: 4
dfrtp_1: 3
nand2_2: 3
ha_1: 10
-- what timing repair did --
action / CTS / global route
pin swaps: 21 / 13
endpoints found under the setup margin: 15 / 15
resized: 62 / 28
buffers inserted: 18 / 4
endpoints found under the hold margin: 0 / 0
-- worst max-delay path by stage --
stage                 slack (ns)  depth (start not counted)  endpoint
after global routing       -0.39                         12   hex2[0]
final                      -0.29                         12   hex2[0]
after CTS                  -0.30                         11   hex2[0]
-- stage by stage --
step	area, µm²	hold WS [ns]	instances
detailed placement	1456	0.6347	203
global route	1838	0.5023	227
CTS	1739	0.4771	225
global placement	1456	0.6315	203
finish	1838	0.4831	227
floorplan	1057	0.3060	116
-- routing by layer --
layer	track usage	vias to the layer above	share of wire	wire length, µm
li1	-	561	-	-
met1	0.1067	523	0.45	1301
met2	0.1485	49	0.48	1417
met3	0.01477	8	0.061	178
met4	0.01585	0	0.0089	26
met5	0	-	0	0
-- worst max-delay path, stage by stage (launching register included) --
cell	delay (ns)
dfrtp_2	0.42
inv_4	0.06
ha_4	0.18
mux2_4	0.31
buf_4	0.15
o21ai_4	0.13
nor2_4	0.06
a21oi_4	0.14
ha_4	0.15
inv_2	0.04
or3_1	0.35
o2111ai_1	0.08
buf_2	0.13
