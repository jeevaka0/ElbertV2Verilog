--- design/flow/config.mk ---
export PLATFORM = sky130hd
export DESIGN_NAME = Bin2Bcd
export DESIGN_NICKNAME = Bin2Bcd
export VERILOG_FILES = /design/flow/design.v
export SDC_FILE = /design/flow/constraint.sdc
export NUM_CORES = 4
export LEC_CHECK = 1
export CORE_UTILIZATION = 30
--- design/flow/constraint.sdc ---
current_design Bin2Bcd

set clk_period 5.6
set clk_io_pct 0.2

create_clock -name clk0 -period $clk_period [get_ports {clk}]

set non_clock_inputs [all_inputs -no_clocks]
set_input_delay [expr $clk_period * $clk_io_pct] -clock clk0 $non_clock_inputs
set_output_delay [expr $clk_period * $clk_io_pct] -clock clk0 [all_outputs]
--- design/flow/design.v ---
module Bin2Bcd
   (
    input wire clk, reset,
    input wire start,
    input wire [9:0] bin,
    output reg ready, done_tick,
    output wire [3:0] bcd2, bcd1, bcd0
   );
   localparam [1:0]
      idle = 2'b00,
      op   = 2'b01,
      done = 2'b10;
   reg [1:0] state_reg, state_next;
   reg [9:0] p2s_reg, p2s_next;
   reg [3:0] n_reg, n_next;
   reg [3:0] bcd2_reg, bcd1_reg, bcd0_reg;
   reg [3:0] bcd2_next, bcd1_next, bcd0_next;
   wire [3:0] bcd1_tmp, bcd0_tmp;
	wire [2:0] bcd2_tmp;
   always @(posedge clk, posedge reset)
      if (reset)
         begin
            state_reg <= idle;
            p2s_reg <= 0;
            n_reg <= 0;
            bcd2_reg <= 0;
            bcd1_reg <= 0;
            bcd0_reg <= 0;
         end
      else
         begin
            state_reg <= state_next;
            p2s_reg <= p2s_next;
            n_reg <= n_next;
            bcd2_reg <= bcd2_next;
            bcd1_reg <= bcd1_next;
            bcd0_reg <= bcd0_next;
         end
   always @*
   begin
      state_next = state_reg;
      ready = 1'b0;
      done_tick = 1'b0;
      p2s_next = p2s_reg;
      bcd0_next = bcd0_reg;
      bcd1_next = bcd1_reg;
      bcd2_next = bcd2_reg;
      n_next = n_reg;
      case (state_reg)
         idle:
            begin
               ready = 1'b1;
               if (start)
                  begin
                     state_next = op;
                     bcd2_next = 0;
                     bcd1_next = 0;
                     bcd0_next = 0;
                     n_next = 4'b1010;  
                     p2s_next = bin;    
                     state_next = op;
                  end
            end
         op:
            begin
               p2s_next = p2s_reg << 1;
               bcd0_next = {bcd0_tmp[2:0], p2s_reg[9]};
               bcd1_next = {bcd1_tmp[2:0], bcd0_tmp[3]};
               bcd2_next = {bcd2_tmp[2:0], bcd1_tmp[3]};
               n_next = n_reg - 1;
               if (n_next==0)
                   state_next = done;
            end
         done:
            begin
               done_tick = 1'b1;
               state_next = idle;		
            end
         default: state_next = idle;
      endcase
   end
   assign bcd0_tmp = (bcd0_reg > 4) ? bcd0_reg+3 : bcd0_reg;
   assign bcd1_tmp = (bcd1_reg > 4) ? bcd1_reg+3 : bcd1_reg;
   assign bcd2_tmp = (bcd2_reg > 4) ? (bcd2_reg+3) : bcd2_reg;
   assign bcd0 = bcd0_reg;
   assign bcd1 = bcd1_reg;
   assign bcd2 = bcd2_reg;
endmodule
--- design/flow/run.sh ---
#!/bin/bash
# OpenROAD 26Q1-2900-gdf79404cd8, Yosys 0.63+post, stock flow scripts
make -C /OpenROAD-flow-scripts/flow DESIGN_CONFIG=/design/flow/config.mk WORK_HOME=/design/flow/orfs finish
==> reports/results.tsv <==
stage	metric	value	unit
status	status	finished clean	
clocking	cts_buffers	5	
final_layout	regArea	727	um^2
synth	synth-edff-count	0	
power	sw_frac_of_total	36.2	%
detailed_routing	diodes	0	
critical_path	cp_top_family	flip-flops	
detailed_routing	drtIter0Drc	62	
detailed_routing	vias	1165	
clocking	cts_resized	0	
sta	period_minus_slack	2.46	ns
die	core_region_area	4820	um^2
sta	fin_crit_sh	43.9	%
sta	hold_viol	0	
clocking	clk_latency	0.27	ns
die	die-area	5370	um^2
synth	ys_seq_share	47.7	%
sta	tightest_slew	0.360	ns
clocking	clock_path_buffers	2	
power	p_clk_share	15.1	%
synth	area_leaders	dfrtp_1 (46%), mux2i_1 (6.6%), o21ai_0 (6.6%)	
sta	finalMaxSlewViolations	0	
synth	synth_top_area_share	46.0	%
power	max-vdd-ir-drop	196	uV
global_routing	grt_pass1_vias	1154	
sta	setup_viol	0	
critical_path	cp_cell_sequence	clkdlybuf4s50_1	
synth	ff_type	dfrtp_1	
power	power_density	535	nW/um^2
die	chipHeight	73.3	um
clocking	post_cts_buffers	0	
synth	syn-cell-area	1520	um^2
die	io_pins	27	
synth	ys_area	1520	um^2
critical_path	start_kind	flop	
power	power_switching	0.000372	W
synth	yosys_cells	147	
critical_path	cp.required	4.48	ns
run	drv_cap	0	
synth	yosys-top-cells-count	dfrtp_1 (28), o21ai_0 (20), nand2_1 (13), inv_1 (11), mux2i_1 (10)	
critical_path	r2r-start	bcd1_reg[0]$_DFFE_PP0P_	
sta	slew_headroom	76.0	%
final_layout	largest_reg_flops	10	
synth	most_common_cell	dfrtp_1	
final_layout	area.growth.synth_to_final	26.1	%
global_routing	grt_pass1_wl	5.22	mm
final_layout	fillers	474	
detailed_routing	drc	0	
synth	avgSynthCellArea	10.4	um^2
synth	ys_warn_count	1	
critical_path	cp-startpoint	state_reg[0]$_DFF_PP1_	
worst_hold_path	hold_depth	2	
sta	rsz0062_at_grt	false	
detailed_routing	wirelength	2.90	mm
critical_path	crit_cells	1	
critical_path	regToRegEndpoint	bcd1_reg[2]$_DFFE_PP0P_	
synth	syn_inst	147	
die	die_x	73.3	um
power	seq_power_share	38.0	%
worst_hold_path	hp-class	flop to flop	
synth	top_area_cell	dfrtp_1	
critical_path	timing_worst_setup_path_type	flop to output pin	
placed_design	port_buffers	26	
placed_design	pre_cts_ws	3.01	ns
critical_path	reg2regPathDepth	5	
synth	async_reset_ff_share	100	%
detailed_routing	vias_per_cell	4.77	
sta	setup_tns	0	ns
critical_path	endpoint_kind	output pin	
synth	synth_cell_types	37	
worst_hold_path	hold_path_end	p2s_reg[8]$_DFFE_PP0P_	
final_layout	drive_gt1_share	8.47	%
critical_path	path_max_fanout	6	
run	warnings	26	
sta	fin_worst_skew	0.00347	ns
power	internal_power	0.000655	W
detailed_routing	ant_nets	0	
worst_hold_path	worstHoldStart	p2s_reg[8]$_DFFE_PP0P_	
critical_path	cp.arrival	1.34	ns
clocking	h-tree-depth	2	
critical_path	slowest_delay	0.59	ns
synth	numSynthFlops	29	
sta	max_freq	0.407	GHz
sta	fin_ws	3.14	ns
critical_path	slowest_stage	dfstp_2	
placed_design	dp_hpwl	1.98	mm
power	p_leak	0.810	nW
global_routing	antenna_found_initial	0	
clocking	root_buffer	clkbuf_8	
critical_path	ff2ff_setup_slack	4.08	ns
detailed_routing	wire_per_inst	11.9	um
global_routing	grt_max_degree	35	
die	rows	25	
final_layout	logic_area	707	um^2
clocking	cts_tree	built	
clocking	holdBufCountCts	0	
placed_design	gp_congestion	0.785	
die	fp_util	31.6	%
global_routing	track_usage	12.6	%
clocking	clock_sinks	29	
detailed_routing	drt_first_pass_iters	4	
global_routing	grt_overflow	0	
clocking	clk_pin_slew	0.06	ns
critical_path	cp_num_buf_inv	1	
power	comb_power_share	46.8	%
placed cells by master, fill, tap and decap left out, types with 2 or more instances in the layout:
master           Yosys  routed
clkdlybuf4s50_1      0      26
o21a_1               2       2
a32o_1               9       9
a31o_2               3       3
nand2_1             13      13
o21ai_0             20      20
clkbuf_8             0       5
dfrtp_1             28      28
nand3_1              2       2
inv_1               11      11
or3_1                6       6
mux2i_1             10      10
nor2_1               3       3
ha_1                 5       5
nand2b_1             2       2
nor2b_1              4       4
o211ai_1             2       2
clkbuf_1             1       3
nor3_1               2       2
xor2_1               2       2
buf_4                1       3
final cells by class:
| cell class | count | area share (%) |
|---|---|---|
| clock buffers | 8 | 4.17 |
| inverters | 11 | 2.15 |
| multi-input cells | 100 | 36.8 |
| flip-flops and latches | 29 | 37.8 |
| well taps | 67 | 4.36 |
| repair buffers | 29 | 14.7 |
metrics by stage:
step	cells	utilization [%]	hold slack (ns)	power [W]	area [um^2]
floorplan	147	-	0.408	0.000724	1520
global placement	236	38.2	0.463	0.000855	1840
detailed placement	236	38.2	0.475	0.000877	1840
CTS	244	39.9	0.489	0.00104	1920
global route	244	39.9	0.533	0.00113	1920
finish	244	39.9	0.483	0.00103	1920
per-layer routing:
metal | vias up | GRT usage, % | part of all wire, %
li1 | 588 | - | -
met1 | 554 | 19.5 | 50
met2 | 19 | 19.3 | 45
met3 | 4 | 2.50 | 3.5
met4 | 0 | 1.96 | 1.4
met5 | - | 0 | 0
power by group through the flow:
stage | Combinational [W] | Clock, W | Sequential [W]
CTS | 0.000488 | 0.000163 | 0.000391
global route | 0.000549 | 0.000172 | 0.000410
finish | 0.000481 | 0.000156 | 0.000391
worst max path at each step:
stage                    to  slack, ns
after CTS             ready       3.13
after global routing  ready       3.09
final                 ready       3.14
kinds of logic after synthesis:
kind of cell / Yosys count / synth area share (%)
AND/OR/NAND/NOR: 38 / 13.1
XOR/XNOR: 3 / 1.72
adder cells (fa/ha/maj): 5 / 4.11
multiplexers: 12 / 8.46
flip-flops: 29 / 47.7
AND-OR/OR-AND: 42 / 19.0
buffers and inverters: 18 / 5.91
Power figures rest on the tool's default switching activity, not on a simulated workload.
