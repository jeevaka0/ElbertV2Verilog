==> /design/flow/design.v <==
module Debounce( input wire clk, reset, input wire sw, output reg db_level, db_tick );
   localparam  [1:0]
               zero  = 2'b00,
               wait0 = 2'b01,
               one   = 2'b10,
               wait1 = 2'b11;
   localparam N=21;
   reg [N-1:0] q_reg, q_next;
   reg [1:0] state_reg, state_next;
    always @(posedge clk, posedge reset)
       if (reset)
          begin
             state_reg <= zero;
             q_reg <= 0;
          end
       else
          begin
             state_reg <= state_next;
             q_reg <= q_next;
          end
   always @*
   begin
      state_next = state_reg;    
      q_next = q_reg;            
      db_tick = 1'b0;            
      case (state_reg)
         zero:
            begin
               db_level = 1'b0;
               if (sw)
                  begin
                     state_next = wait1;
                     q_next = {N{1'b1}};  
                  end
            end
         wait1:
            begin
               db_level = 1'b0;
               if (sw)
                  begin
                     q_next = q_reg - 1;
                     if (q_next==0)
                        begin
                           state_next = one;
                           db_tick = 1'b1;
                        end
                  end
               else  
                  state_next = zero;
            end
         one:
            begin
               db_level = 1'b1;
               if (~sw)
                  begin
                     state_next = wait0;
                     q_next = {N{1'b1}};  
                  end
            end
         wait0:
            begin
               db_level = 1'b1;
               if (~sw)
                  begin
                     q_next = q_reg - 1;
                     if (q_next==0)
                        state_next = zero;
                  end
               else  
                  state_next = one;
            end
         default: state_next = zero;
      endcase
   end
endmodule
module Stack #( parameter DATA_BITS=8, ADDRESS_BITS=4 )( input wire clk, reset, input wire push, pop, input wire [DATA_BITS-1:0] w_data
	, output wire empty, full, output wire [DATA_BITS-1:0] r_data );
   reg [DATA_BITS-1:0] stack [2**ADDRESS_BITS-1:0];   
   reg [ADDRESS_BITS-1:0] top;
	reg isFull;								 
	wire [DATA_BITS-1:0] top_value;
	reg [ADDRESS_BITS-1:0] next_top;
	reg nextFull;
	reg [DATA_BITS-1:0] next;
	always @( posedge clk, posedge reset )
	begin
		if( reset )
		begin
			top = 0;					 
			isFull = 1'b0;			 
		end
		else if( push )			 
		begin
			top = next_top;
			stack[ next_top - 1 ] = next;
			isFull = nextFull;
		end
		else if ( pop )		 
		begin
			top = next_top;
			isFull = nextFull;
		end	
	end
	assign top_value = stack[ top - 1 ];		 
   always @*
   begin
		next_top = top;
		next = top_value;
		nextFull = isFull;
      case ( { push, pop } )
         2'b01:  
				begin
					if ( top != 0 || isFull )  
						next_top = top - 1;
					nextFull = 1'b0;
				end
         2'b10:  
            if ( ~isFull )  
               begin
						next_top = top + 1;
						next = w_data;
						nextFull = next_top == 0;
					end
         2'b11:  
            begin
					next = w_data;
            end
      endcase
   end
	assign empty = top == 0 && !isFull;
	assign full = isFull;
	assign r_data = stack[top - 1];		 
endmodule
module StackTest( input wire clk, input wire [2:0] bt, input wire [2:0] dp, output wire [7:0] led );
   wire [1:0] db_btn;
   Debounce debounce0( clk, ~bt[2], ~bt[0], , db_btn[0] );
   Debounce debounce1( clk, ~bt[2], ~bt[1], , db_btn[1] );
   Stack #( 3, 2 ) stack( clk, ~bt[2], db_btn[0], db_btn[1], dp, led[7], led[6], led[2:0] );
   assign led[5:3] = 3'b000;
 endmodule
==> /design/flow/run.sh <==
#!/bin/bash
# OpenROAD 26Q1-2900-gdf79404cd8, Yosys 0.63+post, stock flow scripts
make -C /OpenROAD-flow-scripts/flow DESIGN_CONFIG=/design/flow/config.mk WORK_HOME=/design/flow/orfs finish
==> /design/flow/config.mk <==
export PLATFORM = sky130hd
export DESIGN_NAME = StackTest
export DESIGN_NICKNAME = StackTest
export VERILOG_FILES = /design/flow/design.v
export SDC_FILE = /design/flow/constraint.sdc
export NUM_CORES = 4
export LEC_CHECK = 1
export CORE_UTILIZATION = 30
==> /design/flow/constraint.sdc <==
current_design StackTest

set clk_period 8.2
set clk_io_pct 0.2

create_clock -name clk0 -period $clk_period [get_ports {clk}]

set non_clock_inputs [all_inputs -no_clocks]
set_input_delay [expr $clk_period * $clk_io_pct] -clock clk0 $non_clock_inputs
set_output_delay [expr $clk_period * $clk_io_pct] -clock clk0 [all_outputs]
==> ci_impl_report.md <==
### Metrics collected by this job

| Metric | Value |
|---|---|
| Status | completed |
| Relative slew slack | 43.6% |
| Setup WS pre-CTS | 2.99 ns |
| Fp_density | 30.9% |
| Die height | 119 µm |
| First-pass GRT wire length | 15400 µm |
| DR WL/cell | 13.8 µm |
| Total negative setup slack | 0 ns |
| Tool Warnings | 34 |
| Port Buffer Count | 11 |
| Vias in the first global route | 3137 |
| TritonCTS Buffers | 9 |
| Yosys stat cell total | 471 |
| RSZ-0062 raised after global routing | false |
| Die ar. | 0.0142 mm² |
| Worst Tran Pin Value | 0.846 ns |
| Final Hold Fails | 0 |
| Post-CTS resize count | 0 |
| Critical path launch point type | register |
| Fraction of layout cells with a size suffix above 1 | 9.13% |
| Critical path peak fanout | 13 |
| Core Box Area | 0.0133 mm² |
| Min Clock Period, post-route | 5.27 ns |
| Row cnt | 42 |
| DR pass1 iterations | 5 |
| Yosys warns | 3 |
| Max VDD drop | 0.000102 V |
| Final HPWL DP | 6150 µm |
| Antenna Nets Post-Route | 0 |
| Final period utilization | 64.2% |
| Clk sink count | 65 |
| CTS tree | yes |
| Clk_skew | 0.00333 ns |
| Postcts setup bufs | 0 |
| Worst-case clock buffer depth | 2 |
| Pwr/cell area | 180 mW/mm² |
| Largest net degree at the start of global routing | 54 |
| GRT overflow | 0 |
| Flop area | 0.00169 mm² |
| Hold_ws | 0.479 ns |
| Clock slew at reported path FFs | 0.06 ns |
| Cell variety after synth | 61 |
| Number of flops mapped to enable cells by yosys | 12 |
| Worst Setup End Kind | register |
| Initial antenna violation count | 0 |
| Logic area | 0.00218 mm² |
| Max-slew violation count | 0 |
| Setup violators final | 0 |
| Mapped Cells | 471 |
| DRC viols | 0 |
| DIE WIDTH | 119 µm |
| Placer Congestion | 0.881 |
| CP Class | register to register |
| Syn avg cell area | 8.77 µm² |
| Routed Wire Length | 8900 µm |
| N_diodes | 0 |
| Most frequent logic cell in the layout | nor2_1 |
| Async SR Flop Fraction | 81.5% |
| Clock Tree Root | clkbuf_16 |
| Seq cells post-synth | 65 |
| Total track usage | 13.3% |
| H-tree levels | 3 |
| Crit path DRT | 8.17 ns |
| Layout area overhead | 11.0% |
| Hold WC Path Type | register to register |
| Worst Slack Setup Final | 2.93 ns |
| Number of fill cells in the layout | 1353 |
| Vias/cell | 5.35 |
| Ys flop type | dfrtp_1 |
| Yosys Chip Area | 0.00413 mm² |
| Insertion Delay late pin | 0.33 ns |
| Synthesized area | 0.00413 mm² |
| Top cells excl fill/tap | 52 x nor2_1, 51 x dfrtp_1, 45 x a21oi_1 |
| Register share after synthesis | 40.9% |
| # hold bufs at CTS | 0 |
| Static Leakage | 1.46 nW |
| Io pins | 15 |
| Initial DRC count | 254 |
| Via count | 3461 |
| Critical path arrival | 5.23 ns |
| Max cap viols | 0 |
| Max Clk Rate | 0.190 GHz |
## per-layer routing
layer  wire length [µm]  global-route usage, %  up-vias
li1                   -                      -     1714
met1               4400                   21.0     1647
met2               3860                   19.6       88
met3                500                   2.74       12
met4                145                   2.03        0
met5                  0                      0        -
## path summary, 6_finish.rpt
path                                            end                start  slack, ns  cells past startpoint
max in group asynchronous        debounce1.q_reg[6]                bt[2]       6.21                      2
worst min-delay path            debounce1.q_reg[19]  debounce1.q_reg[19]       0.48                      1
worst max register to register    stack.stack[0][0]   debounce1.q_reg[3]       2.93                     11
worst max-delay path              stack.stack[0][0]   debounce1.q_reg[3]       2.93                     11
worst min register to register  debounce1.q_reg[19]  debounce1.q_reg[19]       0.48                      1
min in group asynchronous        debounce0.q_reg[0]                bt[2]       1.53                      2
## metrics by stage
stage,util (%),std cells,power [mW],area (µm²)
2_1_floorplan,-,473,0.447,4140
3_3_place_gp,32.3,631,0.480,4310
3_5_place_dp,32.3,631,0.481,4310
4_1_cts,34.3,647,0.836,4580
5_1_grt,34.3,647,0.867,4580
6_report,34.3,647,0.826,4580
## cells by family (layout without fill, tap and decap cells)
family                     after synthesis  in the layout  share of synthesized area, %
buffers and inverters                   55             53                          6.55
and+or+nand+nor                        177            177                          22.9
adders and majority gates               13             13                          3.94
xor gates and xnor gates                11             11                          2.33
DFF                                     65             65                          40.9
other                                    1              3                        0.0908
muxes                                    8              8                          2.24
AOI/OAI and AO/OA                      141            141                          21.1
## synth_stat cells (all sizes together) (7+ instances only)
library cell / count / share of area (%)
clkbuf: 26 / 3.0
nor3: 15 / 1.8
or4: 9 / 1.9
inv: 20 / 1.8
buf: 9 / 1.8
nand2: 30 / 2.7
o21ai: 32 / 3.9
or3: 7 / 1.1
ha: 13 / 3.9
edfxtp: 12 / 8.7
nor2b: 9 / 1.4
nor4: 13 / 2.0
o31ai: 9 / 1.8
mux2i: 7 / 1.7
nor4b: 9 / 1.9
nor2: 52 / 4.7
a31oi: 24 / 3.6
or2: 8 / 1.2
xnor2: 8 / 1.7
a21oi: 45 / 5.5
dfrtp: 51 / 31
## worst max-delay path, cell delays in order, from the launching register on
cell,delay (ns)
dfrtp_1,0.50
or4_4,0.60
or4_1,0.67
o31ai_2,0.26
nand4_1,0.13
or4_4,0.51
or4_4,0.52
ha_1,0.41
nand2_1,0.09
mux4_2,0.45
o211ai_1,0.18
nor4b_1,0.58
## report_power, final
part	internal (mW)	switching, mW
logic	0.0401	0.0589
clock network	0.204	0.146
registers	0.346	0.0321
## area by class of cell
type / count / share of cell area (%)
inverter: 20 / 1.64
tap: 176 / 4.80
multi-input combinational: 353 / 47.5
timing repair buffer: 17 / 3.28
clock inverter: 7 / 1.01
clock buffer: 9 / 4.91
sequential: 65 / 36.9
Power and IR drop assume default switching activity.
